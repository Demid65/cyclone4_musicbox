<file path="flow/run.sh">
#!/bin/bash
# OpenROAD 26Q1-2900-gdf79404cd8, Yosys 0.63+post, stock flow scripts
make -C /OpenROAD-flow-scripts/flow DESIGN_CONFIG=/design/flow/config.mk WORK_HOME=/design/flow/orfs finish
</file>
<file path="flow/config.mk">
export PLATFORM = sky130hd
export DESIGN_NAME = MusicBox
export DESIGN_NICKNAME = MusicBox
export VERILOG_FILES = /design/flow/design.v
export SDC_FILE = /design/flow/constraint.sdc
export NUM_CORES = 4
export LEC_CHECK = 1
export CORE_UTILIZATION = 40
</file>
<file path="flow/constraint.sdc">
current_design MusicBox

set clk_period 57.2
set clk_io_pct 0.2

create_clock -name clk0 -period $clk_period [get_ports {clk}]

set non_clock_inputs [all_inputs -no_clocks]
set_input_delay [expr $clk_period * $clk_io_pct] -clock clk0 $non_clock_inputs
set_output_delay [expr $clk_period * $clk_io_pct] -clock clk0 [all_outputs]
</file>
<file path="flow/design.v">
module MusicBox(clk,rst,out,debug,control);
input  clk,rst;
input [7 : 0] control;
output out;
output[7 : 0] debug;
reg out;
reg [7 : 0] debug;
parameter dA = 16'd4584; 
parameter C = 16'd3822;
parameter D = 16'd3405;
parameter E = 16'd3034;
parameter F = 16'd2865;
parameter G = 16'd2551;
parameter uA = 16'd2273;
parameter Bb = 16'd2148;
parameter q = 16'd24;
parameter q1 = 16'd48;
parameter p = 16'h0;
reg[31 : 0] cnt;
reg[15 : 0] tune;
reg[15 : 0] clk_tune;
reg[7  : 0] clk_dur;
reg[2047 : 0] tune_roll = {
D,C,D,p,E,p,E,F,D,p,D,uA,p,G,p,F,p,F,E,D,
p,D,uA,G,uA,p,Bb,p,Bb,uA,G,p,G,p,G,F,D,p,D,p,D,C,dA,
p,D,C,C,D,p,E,p,E,G,F,p,F,p,F,E,D,p,D,p,D,C,dA,
p,D,C,C,D,p,E,p,E,G,F,p,F,p,F,E,D,p,D,p,D,C,dA
};
reg[2047 : 0]  dur_roll = {
q,q,q,q,q,q,q,q,q,q1,q,q,q,q,q,q,q,q,q,q,
q1,q,q,q,q,q,q,q,q,q,q,q,q,q,q,q,q,q,q,q,q,q,q,
q1,q,q,q,q,q,q,q,q,q,q,q,q,q,q,q,q,q,q,q,q,q,q,
q1,q,q,q,q,q,q,q,q,q,q,q,q,q,q,q,q,q,q,q,q,q,q
};
reg [7:0] ctrl;
reg[2047 : 0] note_tune;
reg[2047 : 0] note_dur;
always@(control)
begin
	ctrl[7:4] <= 4'd4;  
	case (control[7:4])
	4'b1110: ctrl[3:0] <= 4'd3;
	4'b1101: ctrl[3:0] <= 4'd4;
	4'b1011: ctrl[3:0] <= 4'd6;
	4'b0111: ctrl[3:0] <= 4'd12;
	default: ctrl[3:0] <= 4'd4;
	endcase
end
always@(posedge clk or negedge rst)
begin
  if(!rst) begin
    clk_tune<=0;
    clk_dur <=0;
    end
  else begin
    if(clk_tune<ctrl[7:4])
      clk_tune<=clk_tune+1;
    else
      clk_tune<=0;
    if(clk_dur<ctrl[3:0])
      clk_dur<=clk_dur+1;
    else
      clk_dur<=0;
    end
end
always@(posedge clk or negedge rst)
begin  
  if(!rst) begin
    cnt<=0;
    note_dur<=dur_roll;
  end
  else if(clk_dur>=ctrl[3:0]) begin
    if(cnt[31 : 16]!=note_dur[15 : 0]) begin
      cnt<=cnt+1;
      note_dur<=note_dur;
    end else begin
      note_dur=note_dur >> 16;
      cnt<=0;
    end
  end
end
always@(posedge clk or negedge rst)
begin  
  if(!rst) begin
    note_tune<=tune_roll; 
  end 
  else if(clk_dur>=ctrl[3:0]) if(cnt[31 : 16]==note_dur[15 : 0]) begin
    note_tune=note_tune >> 16;
    debug<=note_tune[7 : 0];
  end else note_tune<=note_tune;
end
always@(posedge clk or negedge rst)
begin  
  if(!rst) tune<=0; else
  if(note_tune[15 : 0] == 0) out<=1; else
  if(cnt[31 : 16]==note_dur[15 : 0])tune<=0;else
  if(clk_tune>=ctrl[7:4]) begin
    if(tune!=note_tune[15 : 0]) begin
      tune<=tune+1;
      out<=out;
    end else begin
      tune<=0;
      out<=~out;
    end
  end
end
endmodule
</file>
==> results.sh <==
# physical design summary
export IMPL_outcome="completed"
export IMPL_die_h_um=367
export IMPL_cap_violations=0
export IMPL_path_class="in2reg"
export IMPL_warnings=42
export IMPL_cts_setup_buffers=0
export IMPL_synth_cell_types=50
export IMPL_fp_util_pct=40.4
export IMPL_grt_max_degree=142
export IMPL_finalCritPeriodShare_pct=30.1
export IMPL_worst_ep_arrival_time_ns=17.84
export IMPL_syn_instance_count=3075
export IMPL_routed_wl_um=66300
export IMPL_finClkSkew_ns=0.0241
export IMPL_clock_latency_ns=0.73
export IMPL_fmax_mhz=58.0
export IMPL_grt_pass1_vias=25100
export IMPL_fp_row_count=133
export IMPL_grt_usage_pct=10.7
export IMPL_power_density_nw_per_um2=32.0
export IMPL_numCtsBuffers=140
export IMPL_coreArea_um2=132000
export IMPL_drive_gt1_share_pct=65.2
export IMPL_slew_viol_final=0
export IMPL_rsz0062_at_grt="no"
export IMPL_async_flop_share_pct=99.3
export IMPL_cts_tree="yes"
export IMPL_min_period_ns=17.24
export IMPL_dieArea_um2=135000
export IMPL_synthToLayoutAreaGrowth_pct=12.4
export IMPL_ys_area_um2=53300
export IMPL_synth_cell_area_um2=53300
export IMPL_die_x_um=367
export IMPL_top_layer="met4"
export IMPL_fin_util_pct=45.4
export IMPL_tns_ns=0
export IMPL_hold_viol_final=0
export IMPL_maxSlewHeadroom_pct=43.6
export IMPL_crit_top_cell="buf_4"
export IMPL_clockRootBuffer="clkbuf_16"
export IMPL_slowest_delay_ns=0.73
export IMPL_vias=23800
export IMPL_synth_edff_count=9
export IMPL_place_congestion=0.765
export IMPL_cts_buffer_depth=3
export IMPL_ys_ff=1353
export IMPL_cts_resized=0
export IMPL_syn_area_per_cell_um2=17.3
export IMPL_drt_first_pass_iters=5
export IMPL_clkTransAtPathRegs_ns=0.06
export IMPL_leakagePower_uw=0.0289
export IMPL_h_tree_depth=4
export IMPL_antenna_found_initial=0
export IMPL_port_buffers=14
export IMPL_setup_viol=0
export IMPL_cts_hold_fix_buffers=0
export IMPL_crit_chain="clkdlybuf4s50_1, xor2_1, nand3_1, ha_1, nor2b_1, o21ba_2, nor3_2, or2_4, buf_12, buf_4, buf_4, buf_4, buf_4, mux2_2"
export IMPL_dpl_instance_area_um2=55100
export IMPL_wl_met2_um=29300
export IMPL_wl_met3_um=2360
export IMPL_wire_per_inst_um=13.2
export IMPL_start_kind="input port"
export IMPL_drc=0
export IMPL_critPathRequiredTime_ns=57.80
export IMPL_ir_worst_vdd_mv=0.0225
export IMPL_yosysWarnings=1
export IMPL_gr_total_overflow=0
export IMPL_hpwl_um=35200
export IMPL_antenna_left=0
export IMPL_viasPerCell=4.76
export IMPL_crit_fanout=130
export IMPL_yosys_stat_cells=3075
export IMPL_cp_end_kind="flip-flop"
export IMPL_worst_path_buf_inv=6
export IMPL_cts_sinks=1353
export IMPL_slowest_stage="buf_4"
export IMPL_diodes=0
export IMPL_initialDrtViolationCount=1100
export IMPL_grt_pass1_wl_um=120000
export IMPL_hp_class="reg2reg"
export IMPL_worstMarginPinSlew_ns=0.847
export IMPL_synth_seq_share_pct=65.0
export IMPL_io_pins=19
export IMPL_crit_family="buffers and inverters"
export IMPL_flop_cell="dfrtp_1"
export IMPL_stdcell_area_um2=59800
export IMPL_wl_met1_um=32800
state kept, by name (all words and copies together) (netlist names):
register and count:
tune 16, clk_tune 16, out 1, note_tune 1024, cnt 32, debug 8
note_dur 248, clk_dur 8
where the power goes:
part,total (uW),switching (uW),internal (uW),leakage (uW)
clock,924,359,565,0.00234
combinational,27.2,22.4,4.74,0.00989
sequential,966,2.66,963,0.0167
total,1920,384,1530,0.0289
synth_stat cells (all sizes together) (2+ instances only):
cell    number  area, um2
mux2      1271      15700
dfrtp      767      19200
dfstp      577      15200
buf        146        995
a21oi       29        145
nand2       28        113
xor2        24        210
nor2        19       71.3
o21ai       19       95.1
o31ai       19        143
or4         19        143
nand3       17       85.1
inv         15       56.3
nand4       14       87.6
nor4        13       81.3
nor3        12       70.1
xnor2       10       87.6
edfxtp       9        270
ha           9        113
and4         8       72.6
or3          8       50.1
clkbuf       7       26.3
and3         6       37.5
and2         4       25.0
a31o         2       17.5
and4b        2       20.0
nand2b       2       12.5
nand4b       2       17.5
o31a         2       17.5
or2          2       12.5
final cells by class:
class	count	area (um2)
clock buffer	210	4100
clock inverter	45	681
fill	11200	71900
inverter	15	56.3
multi-input combinational	1569	17600
sequential	1353	34600
tap	1755	2200
timing repair buffer	60	566
metal layers:
layer  GRT usage (%)  vias up
met5               0        -
met4            2.68        0
met3            2.10      148
met2            15.3      192
met1            17.6    12400
li1                -    11100
through the flow:
step	cells	hold WS [ns]	power [uW]	setup slack, ns
after global routing	5007	0.500	2000	39.49
after floorplan	3090	0.432	987	43.49
after detailed placement	4752	0.458	1010	39.13
final	5007	0.465	1920	39.96
after global placement	4752	0.450	1010	39.20
after CTS	5007	0.465	1960	39.94
layout by cell type, fill, tap and decap left out, types with 6 or more instances in the layout:
cell type        count
bufinv_16           15
ha_1                 9
nand4_1             14
or3_1                8
o31ai_1             19
xnor2_1             10
mux2_4             378
clkbuf_16          144
nor2_1              18
or4_1               19
nor4_1              13
nand2_1             27
inv_1               15
mux2_2             893
nor3_1              10
clkdlybuf4s50_1     13
clkinv_2            17
dfstp_2            577
xor2_1              24
a21oi_1             29
and3_1               6
conb_1              16
edfxtp_1             9
o21ai_0             19
clkbuf_8            25
and4_1               7
buf_4               41
clkbuf_1            41
dfrtp_1            767
nand3_1             17
final timing paths:
check	slack, ns	from	cells after the start	endpoint
min in group asynchronous	10.60	rst	1	note_tune[1142]
worst min-delay path	0.47	clk_tune[0]	1	clk_tune[0]
worst max register to register	51.06	clk_dur[1]	11	note_tune[914]
worst max-delay path	39.96	control[4]	14	note_tune[914]
max in group asynchronous	43.52	rst	5	clk_tune[8]
worst min register to register	0.47	clk_tune[0]	1	clk_tune[0]
logic make-up after synthesis:
logic type,synth area share [%]
AND-OR/OR-AND,0.921
XOR/XNOR,0.559
adder cells (fa/ha/maj),0.211
buffers and inverters,2.02
flip-flops,65.0
multiplexers,29.6
other,0.00704
AND/OR/NAND/NOR,1.71
Power is estimated from default activity; no workload was simulated.
